==> /design/flow/design.v <==
module FSM_TX (
input wire DATA_VALID_FSM,
input wire RST_FSM,
input wire CLK_FSM,
input wire SER_DONE_FSM,
input wire PAR_EN_FSM,
output reg SER_EN_FSM,
output reg BUSY_FSM,
output reg [1:0] MUX_SEL_FSM
);
reg BUSY_FSM_c;
localparam IDLE=3'b000;
localparam START_BIT=3'b001;
localparam TRANS=3'b011;
localparam PARIY_BIT=3'b010;
localparam STOP_BIT=3'b110;
reg [2:0] cs,ns;
always @(posedge CLK_FSM or negedge RST_FSM) begin
		if(!RST_FSM)  begin
                	cs <= IDLE;
            	end
		else
                    cs <= ns;
end 
always @(*) begin
	case (cs)
	IDLE: begin
		if (DATA_VALID_FSM) begin
			ns = START_BIT;
			BUSY_FSM_c = 1'b1;
			SER_EN_FSM = 1'b0;
			MUX_SEL_FSM = 2'b00;
		end 
		else begin
			ns = IDLE;
			BUSY_FSM_c = 1'b0;
			SER_EN_FSM = 1'b0;
			MUX_SEL_FSM = 2'b01;
		end 
		end
	START_BIT: begin
			ns = TRANS;
			BUSY_FSM_c = 1'b1;
			SER_EN_FSM = 1'b1;
			MUX_SEL_FSM = 2'b10;
		end
	TRANS: begin
		if (SER_DONE_FSM) begin
			if (PAR_EN_FSM) begin
				ns = PARIY_BIT;
				BUSY_FSM_c = 1'b1;
				SER_EN_FSM = 1'b0;
				MUX_SEL_FSM = 2'b11;
			end
			else begin
				ns = STOP_BIT;
				BUSY_FSM_c = 1'b1;
				SER_EN_FSM = 1'b0;
				MUX_SEL_FSM = 2'b01;
			end
		end 
		else begin
			ns = TRANS;
			BUSY_FSM_c = 1'b1;
			SER_EN_FSM = 1'b1;
			MUX_SEL_FSM = 2'b10;
		end 
		end
	PARIY_BIT: begin 
			ns = STOP_BIT; 
			BUSY_FSM_c = 1'b1;
			SER_EN_FSM = 1'b0;
			MUX_SEL_FSM = 2'b01;
	end
	STOP_BIT:begin
				if (DATA_VALID_FSM) begin
					ns=START_BIT;
					BUSY_FSM_c = 1'b1;
					SER_EN_FSM = 1'b0;
					MUX_SEL_FSM = 2'b00;
				end
				else begin
					ns=IDLE;
					BUSY_FSM_c = 1'b0;
					SER_EN_FSM = 1'b0;
					MUX_SEL_FSM = 2'b01;
				end
			 end
	default: begin 
			ns=IDLE; 
			BUSY_FSM_c = 1'b0;
			SER_EN_FSM = 1'b0;
			MUX_SEL_FSM = 2'b01;
	end
	endcase
end
always @(posedge CLK_FSM or negedge RST_FSM) begin
		if(!RST_FSM)  begin
                	BUSY_FSM <= 1'b0;
            	end
		else
                    BUSY_FSM <= BUSY_FSM_c;
end 
endmodule
module MUX4x1(
input wire CLK_mux,
input wire RST_mux,
input wire start_bit_mux,
input wire stop_bit_mux,
input wire ser_data_mux,
input wire parity_bit_mux,
input wire [1:0] mux_sel_mux,
output reg TX_OUT_mux);
reg TX_OUT_mux_c;
always @(posedge CLK_mux or negedge RST_mux ) begin
    if (!RST_mux) begin
        TX_OUT_mux <=1'b0;
    end
    else begin
        TX_OUT_mux <=TX_OUT_mux_c;
    end
end
always @(*) begin
    case (mux_sel_mux) 
    2'b00: TX_OUT_mux_c = start_bit_mux; 
    2'b01: TX_OUT_mux_c = stop_bit_mux;
    2'b10: TX_OUT_mux_c = ser_data_mux; 
    2'b11: TX_OUT_mux_c = parity_bit_mux;
    endcase
end
endmodule
module SERIALIZER #(parameter DATA_LENGTH=8)(
input [DATA_LENGTH-1:0]P_DATA,
input ser_en,
input CLK,
input RST,
input Data_Valid,
input busy,
output wire ser_done,
output wire ser_data
);
localparam COUNTER_WIDTH = $clog2(DATA_LENGTH);
reg [COUNTER_WIDTH:0]counter;
reg [DATA_LENGTH-1:0] data;
  always @ (posedge CLK or negedge RST)
 begin
  if(!RST)
   begin
    data <= 8'b1111_1111 ;  
   end
  else if(Data_Valid && !busy)
   begin
    data <= P_DATA ;
   end	
  else if(ser_en)
   begin
    data <= data >> 1 ;        
   end
 end
always @ (posedge CLK or negedge RST)
 begin
  if(!RST)
   begin
    counter <= 'b0;
   end
  else
   begin
    if (ser_en)
	 begin
      counter <= counter + 'b1 ;		 
	 end
	else 
	 begin
      counter <= 'b0 ;		 
	 end	
   end
 end
assign ser_done = (counter == 4'b1000) ? 1'b1 : 1'b0 ;
assign ser_data = data[0] ;
endmodule
module TOP_TX #(parameter DATA_LENGTH =4'd8)(
        input  wire RST,
        input  wire CLK,
        input  wire [DATA_LENGTH-1:0] P_DATA,
        input  wire PAR_TYP,
        input  wire PAR_EN,
        input  wire DATA_VALID,
        output wire TX_OUT,
        output wire BUSY
);
wire [1:0] mux_sel;
wire ser_data;
wire par_bit;
wire ser_done;
wire ser_en;
MUX4x1 mux(
.CLK_mux(CLK),
.RST_mux(RST),
.start_bit_mux(1'b0),
.stop_bit_mux(1'b1),
.ser_data_mux(ser_data),
.parity_bit_mux(par_bit),
.mux_sel_mux(mux_sel),
.TX_OUT_mux(TX_OUT)
);
parity_calc #(.DATA_LENGTH(DATA_LENGTH)) PAR (
.CLK(CLK),
.RST(RST),
.P_DATA(P_DATA),
.PAR_TYP(PAR_TYP),
.Data_Valid(DATA_VALID),
.par_bit(par_bit)
);
SERIALIZER #(.DATA_LENGTH(DATA_LENGTH)) SER(
.P_DATA(P_DATA),
.ser_en(ser_en),
.CLK(CLK),
.RST(RST),
.Data_Valid(DATA_VALID),
.busy(BUSY),
.ser_done(ser_done),
.ser_data(ser_data)
);
FSM_TX FSM1(
.DATA_VALID_FSM(DATA_VALID),
.RST_FSM(RST),
.CLK_FSM(CLK),
.SER_DONE_FSM(ser_done),
.PAR_EN_FSM(PAR_EN),
.SER_EN_FSM(ser_en),
.BUSY_FSM(BUSY),
.MUX_SEL_FSM(mux_sel)
);
endmodule
module parity_calc #(parameter DATA_LENGTH =4'd8)(
    input  wire CLK,
    input  wire RST,
    input  wire [DATA_LENGTH-1:0] P_DATA,
    input  wire PAR_TYP,
    input  wire Data_Valid,
    output reg  par_bit
);
reg [DATA_LENGTH-1:0] par_data;
always @(posedge CLK or negedge RST) begin
		if(!RST)  begin
                	par_data <= 'd0;
            	end
		else if (Data_Valid)
                   par_data <= P_DATA;
end 
always @(*) begin
		if (PAR_TYP == 1'b1)
    	 	par_bit=~^par_data;
		else 
			par_bit=^par_data;
end
endmodule
==> /design/flow/run.sh <==
#!/bin/bash
# OpenROAD 26Q1-2900-gdf79404cd8, Yosys 0.63+post, stock flow scripts
make -C /OpenROAD-flow-scripts/flow DESIGN_CONFIG=/design/flow/config.mk WORK_HOME=/design/flow/orfs finish
==> /design/flow/config.mk <==
export PLATFORM = sky130hd
export DESIGN_NAME = TOP_TX
export DESIGN_NICKNAME = TOP_TX
export VERILOG_FILES = /design/flow/design.v
export SDC_FILE = /design/flow/constraint.sdc
export NUM_CORES = 4
export LEC_CHECK = 1
export CORE_AREA = 10 10 104 104
export DIE_AREA = 0 0 114 114
==> /design/flow/constraint.sdc <==
current_design TOP_TX

set clk_period 2.1
set clk_io_pct 0.2

create_clock -name clk0 -period $clk_period [get_ports {CLK}]

set non_clock_inputs [all_inputs -no_clocks]
set_input_delay [expr $clk_period * $clk_io_pct] -clock clk0 $non_clock_inputs
set_output_delay [expr $clk_period * $clk_io_pct] -clock clk0 [all_outputs]
==> impl_metrics.yaml <==
# synthesis and place-and-route metrics
worst_setup_path:
  cp-end-kind: "register"
  worst_setup_path_start_kind: "register"
  worst_ep_arrival_time_ps: 1890
  critical_path_class: "register to register"
  cp_data_required_time_ps: 2280
  cp_max_fo: 10
yosys:
  ys_dominant_reg_cell: "sky130_fd_sc_hd__dfrtp_1"
  yosys.area_share.simple_pct: 9.74
  yosys.cell_types.count: 29
  ys_area_sq_um: 1220
  synth.yosys.num_cells: 100
  top_logic_kind: "multiplexers"
  top_cells_by_count: "18 x sky130_fd_sc_hd__dfrtp_1, 11 x sky130_fd_sc_hd__nor2_1, 9 x sky130_fd_sc_hd__dfstp_2"
  synth.area.mux_share_pct: 13.1
  syn_inst: 100
  topCellsByArea: "sky130_fd_sc_hd__dfrtp_1 37%, sky130_fd_sc_hd__dfstp_2 19%, sky130_fd_sc_hd__mux2_2 7.4%"
  postSynthAreaPerCell_sq_um: 12.2
  yosys.area_share.aoi_pct: 7.38
  seq_area_frac_synth_pct: 56.3
  synth-seq-cells: 27
  yosysTopAreaCellShare_pct: 36.9
  synth.yosys.warnings: 4
  netlist.top_cell.by_area: "sky130_fd_sc_hd__dfrtp_1"
  netlist_area_sq_um: 1220
  enable_flop_cells: 0
  synth_dominant_cell_count: "sky130_fd_sc_hd__dfrtp_1"
  synthXorXnorAreaFrac_pct: 7.59
  synthAdderAreaFrac_pct: 2.05
  synth_async_sr_flop_share_pct: 100
clock_network:
  maximum_clock_insertion_buffer_count: 2
  cts_root_buf: "sky130_fd_sc_hd__clkbuf_8"
  h-tree-depth: 1
  cts.clk_slew.worst_paths_ps: 90
  clkLatencyLatePin_ps: 260
  cts_resized: 0
  tritoncts.num_buffers: 3
  clock_sink_count: 27
  cts_post_setup_buffers_inserted: 0
  postCtsHoldBufs: 0
  tritoncts_clock_tree: "built"
sta:
  maxSlewViolCount: 0
  timing.final.crit_period_ps: 1720
  post_route_clock_skew_ps: 2.52
  setup_tns_ps: 0
  finalHoldViolations: 0
  setup_violations: 0
  achievable-frequency_mhz: 583
  rsz0062_at_grt: "no"
  period_utilization_post_route_pct: 81.7
  timing.slew.headroom_pct: 59.0
  worst_pin_slew_ps: 616
finish:
  layout-drive-gt1-share_pct: 22.2
  areaGrowthSynthToFinish_pct: 26.5
pwr:
  power_density_nw_per_um2: 1090
  internal-power_uw: 1190
  power.total_uw: 1680
  clockPowerShare_pct: 16.9
  vdd.ir_drop.worst_uv: 459
  p_leak_uw: 0.000639
  pwr-share-seq_pct: 49.2
  switching_power_uw: 493
  sw_share_pct: 29.3
  combinationalPowerShare_pct: 33.8
drt:
  drt.antenna.violating_nets: 0
  met1Wirelength_mm: 1.02
  route.final.wire_length_mm: 2.10
  routed-wl-met3_microns: 76
  wl_per_cell_microns: 9.33
  via_count: 759
  antenna-diode-count: 0
  drt_iter0_markers: 16
  viasPerCell: 3.37
  highest_metal_layer_with_signal_wires: "met4"
  firstDrtPassIters: 2
  routed-wl-met2_microns: 992
  drt_drc_violations_left: 0
job:
  log.warning_count: 26
  timing.max_cap.violations: 0
grt:
  vias_in_the_first_global_route: 802
  grt_start_max_net_pins: 28
  antenna_found_initial: 0
  global_route.usage.total_pct: 3.36
  grt_pass1_wl_mm: 3.73
  overflow: 0
outcome:
  status: "complete, no violations"
die:
  placeableCoreArea_sq_um: 8680
  design.portCount: 15
  die_area_sq_um: 13000
  rows: 34
  dieHeight_microns: 114
  floorplanUtilization_pct: 14.1
  die.size.x_microns: 114
placed_design:
  buffer_ports.inserted: 14
  place_hpwl_mm: 1.66
  gp_congestion: 0.722
worst_hold_path:
  hold_path_class: "register to register"
==> state kept, by name, summed over array words and instances (netlist names) <==
name,cells
PAR.par_data,8
SER.data,8
FSM1.cs,5
SER.counter,4
FSM1.BUSY_FSM,1
mux.TX_OUT_mux,1
==> cell type report <==
class,count,area [sq um]
repair buffers,17,163
flip-flops and latches,27,687
clock buffers,4,45.0
well taps,108,135
multi-input cells,62,487
inverters,7,26.3
fillers,981,7140
==> stage by stage <==
step | instances | hold slack, ps | instance area [sq um] | setup WS [ps] | utilization, %
global placement | 221 | 474 | 1500 | 203 | 17.3
detailed placement | 221 | 472 | 1500 | 209 | 17.3
CTS | 225 | 491 | 1540 | 359 | 17.8
floorplan | 100 | 124 | 1220 | 610 | -
finish | 225 | 486 | 1540 | 384 | 17.8
global route | 225 | 520 | 1540 | 224 | 17.8
==> logic make-up after synthesis <==
kind of cell,count (synthesis)
buffers and inverters,11
flip-flops,27
multiplexers,15
adder cells (fa/ha/maj),2
AND/OR/NAND/NOR,21
AND-OR/OR-AND,15
XOR/XNOR,9
==> critical path, cell delays in order (launching register included) <==
cell and delay (ps):
sky130_fd_sc_hd__dfrtp_1 420, sky130_fd_sc_hd__inv_1 70, sky130_fd_sc_hd__ha_1 180, sky130_fd_sc_hd__nand3b_1 100, sky130_fd_sc_hd__a21oi_2 510, sky130_fd_sc_hd__mux2i_1 260
sky130_fd_sc_hd__a21oi_1 90
==> layer usage <==
layer	global-route usage, %	vias up
met4	0.167	0
li1	-	380
met3	1.01	2
met2	5.50	13
met5	0	-
met1	4.51	364
==> power groups by stage <==
| stage | combinational [uW] | clock [uW] | sequential (uW) |
|---|---|---|---|
| after CTS | 583 | 301 | 831 |
| after global routing | 649 | 327 | 849 |
| final | 568 | 285 | 827 |
==> layout by cell type (no fill, tap or decap) <==
cell,synthesis,layout
sky130_fd_sc_hd__inv_1,7,7
sky130_fd_sc_hd__mux2i_1,7,7
sky130_fd_sc_hd__clkbuf_8,0,3
sky130_fd_sc_hd__and3_4,1,1
sky130_fd_sc_hd__ha_1,2,2
sky130_fd_sc_hd__a21oi_1,8,8
sky130_fd_sc_hd__mux2_2,8,8
sky130_fd_sc_hd__o21a_1,1,1
sky130_fd_sc_hd__nor2b_1,1,1
sky130_fd_sc_hd__nor2_1,11,11
sky130_fd_sc_hd__clkbuf_1,2,1
sky130_fd_sc_hd__o21ai_1,1,1
sky130_fd_sc_hd__or4_1,1,1
sky130_fd_sc_hd__or4_2,1,1
sky130_fd_sc_hd__dfstp_2,9,9
sky130_fd_sc_hd__nand4b_1,1,1
sky130_fd_sc_hd__a21oi_2,1,1
sky130_fd_sc_hd__dfrtp_1,18,18
sky130_fd_sc_hd__xnor2_1,6,6
sky130_fd_sc_hd__xor2_1,2,2
sky130_fd_sc_hd__xnor3_1,1,1
sky130_fd_sc_hd__nand3b_1,1,1
sky130_fd_sc_hd__clkdlybuf4s50_1,0,14
sky130_fd_sc_hd__or4bb_1,1,1
sky130_fd_sc_hd__nand3_1,2,2
sky130_fd_sc_hd__o21ai_0,1,1
sky130_fd_sc_hd__o21bai_1,2,2
sky130_fd_sc_hd__o31a_1,1,1
sky130_fd_sc_hd__nand2b_1,1,1
sky130_fd_sc_hd__buf_4,1,3
==> path summary, 6_finish.rpt <==
| path | depth (start not counted) | end | slack [ps] | from |
|---|---|---|---|---|
| hold reg to reg | 1 | SER.counter[0]$_DFF_PN0_ | 490 | SER.counter[0]$_DFF_PN0_ |
| setup / recovery | 6 | SER.data[5]$_DFFE_PN1P_ | 380 | SER.counter[0]$_DFF_PN0_ |
| min in group asynchronous | 2 | PAR.par_data[5]$_DFFE_PN0P_ | 520 | RST |
| max in group asynchronous | 2 | FSM1.cs[0]$_DFF_PN1_ | 1280 | RST |
| hold / removal | 1 | SER.counter[0]$_DFF_PN0_ | 490 | SER.counter[0]$_DFF_PN0_ |
| setup reg to reg | 6 | SER.data[5]$_DFFE_PN1P_ | 380 | SER.counter[0]$_DFF_PN0_ |
Power figures rest on the tool's default switching activity, not on a simulated workload.
